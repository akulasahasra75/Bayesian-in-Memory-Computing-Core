$ cat flow/run.sh
#!/bin/bash
# OpenROAD 26Q1-2900-gdf79404cd8, Yosys 0.63+post, stock flow scripts
make -C /OpenROAD-flow-scripts/flow DESIGN_CONFIG=/design/flow/config.mk WORK_HOME=/design/flow/orfs finish
$ cat flow/config.mk
export PLATFORM = sky130hd
export DESIGN_NAME = popcount
export DESIGN_NICKNAME = popcount
export VERILOG_FILES = /design/flow/design.v
export SDC_FILE = /design/flow/constraint.sdc
export NUM_CORES = 4
export LEC_CHECK = 1
export CORE_AREA = 10 10 70 70
export DIE_AREA = 0 0 80 80
$ cat flow/constraint.sdc
current_design popcount

set clk_period 3.0
set clk_io_pct 0.2

create_clock -name clk0 -period $clk_period

set non_clock_inputs [all_inputs -no_clocks]
set_input_delay [expr $clk_period * $clk_io_pct] -clock clk0 $non_clock_inputs
set_output_delay [expr $clk_period * $clk_io_pct] -clock clk0 [all_outputs]
$ cat flow/design.v
`timescale 1ns / 1ps
module popcount #(
    parameter INPUT_WIDTH = 8
)(
    input wire [INPUT_WIDTH-1:0] data_in,
    output wire [3:0] count_out
);
    wire [1:0] count_2bit [0:3];
    genvar i;
    generate
        for (i = 0; i < INPUT_WIDTH; i = i + 2) begin : count_2bit_gen
            if (i+1 < INPUT_WIDTH) begin : gen_has_pair
                assign count_2bit[i/2] = data_in[i] + data_in[i+1];
            end else begin : gen_single
                assign count_2bit[i/2] = data_in[i];
            end
        end
    endgenerate
    wire [2:0] sum_stage1 = count_2bit[0] + count_2bit[1];
    wire [2:0] sum_stage2 = count_2bit[2] + count_2bit[3];
    wire [3:0] final_sum = sum_stage1 + sum_stage2;
    assign count_out = final_sum;
endmodule
==> flow_metrics.py <==
# Flow results
metrics = {
    "layout": {
        "comb_area_um2": 164,
        "n_sequential_cell": 0,
        "drive_above_1_share_pct": 45.9,
        "fin_util_pct": 11.3,
        "clkbuf_count": 0,
        "fillers": 395,
        "syn2layout_area_growth_pct": 103,
        "seq_area_um2": 0,
    },
    "power_and_ir_drop": {
        "leakage_uw": 0.000190,
        "vdd_drop_max_mv": 0.0560,
        "pwr_density_cell_nw_per_um2": 312,
    },
    "worst_setup_path": {
        "worstPathRequired_ns": 2.40,
        "endpoint_kind": "output pin",
        "critPathLaunchType": "primary input",
        "worstSetupPathType": "primary input to output pin",
        "cp_max_fo": 2,
        "worstPathArrival_ns": 3.02,
    },
    "logic_synthesis": {
        "aoi_share_pct": 2.63,
        "ys_cells": 24,
        "synth_area_um2": 190,
        "postSynthCellCount": 24,
        "ys_seq_share_pct": 0,
        "ys_sh_xor_pct": 4.61,
        "synth_cell_types": 6,
        "synth_warnings": 1,
        "syn_avg_cell_area_um2": 7.92,
        "ys_area_um2": 190,
        "muxShareOfSynthArea_pct": 0,
        "ys_sh_simple_pct": 3.29,
        "synth.logic.top_family": "adder cells",
        "adder_share_pct": 61.8,
    },
    "routing": {
        "routedWlPerCell_um": 5.98,
        "drc": 0,
        "drt_iter0_drc": 4,
        "num_vias": 164,
        "antenna_left": 0,
        "dr.pass1.iters": 2,
        "drt_wl_total_um": 496,
        "avgViaCountPerCell": 1.98,
        "n_antenna_cell": 0,
    },
    "hold_path": {
        "hp-class": "primary input to output pin",
        "hold_depth": 3,
        "holdPathEnd": "count_out[0]",
        "hp-start": "data_in[2]",
    },
    "final_timing": {
        "slew_violations": 0,
        "fmax_mhz": 276,
        "finalSetupViolCount": 4,
        "whs_ns": 1.92,
        "worst_slack_ns": -0.619,
        "fin_crit_ns": 3.62,
        "finalCritPeriodShare_pct": 121,
        "rsz0062_at_grt": "true",
        "worstMarginPinSlew_ns": 0.132,
        "relSlewSlack_pct": 91.2,
        "hold_violations": 0,
    },
    "floorplan": {
        "chip_area_um2": 6400,
        "core_um2": 3420,
        "fp-utilization_pct": 5.57,
        "std_cell_rows": 21,
        "die_y_um": 80,
        "ioPinCount": 12,
        "die_w_um": 80,
    },
    "placement": {
        "gp_congestion": 0.778,
        "portBuffers": 12,
        "hpwl_um": 442,
    },
    "status": {
        "status": "finished with violations",
        "violations": "negative setup slack",
    },
    "global_routing": {
        "grt_max_degree": 3,
        "grt_pass1_vias": 177,
        "overflow": 0,
        "grtUsageTotal_pct": 1.49,
        "antenna_found_initial": 0,
        "grt_pass1_wl_um": 800,
    },
    "clock_tree": {
        "holdBufCountCts": 0,
    },
    "flow_run": {
        "maxCapViolations": 0,
        "tool_warnings": 35,
    },
}
-- final cells by class --
cell class / instances / area share (%)
inverters: 14 / 14.3
multi-input cells: 10 / 42.5
well taps: 46 / 14.9
repair buffers: 13 / 28.2
-- metrics by stage --
step / worst slack, ns / power, uW / TNS, ns / cell area, um2 / std cells
2_1_floorplan: -0.375 / 42.5 / -0.772 / 190 / 24
6_report: -0.619 / 120 / -1.70 / 385 / 83
5_1_grt: -0.702 / 139 / -2.05 / 385 / 83
3_3_place_gp: -1.51 / 104 / -4.94 / 368 / 82
4_1_cts: -0.740 / 113 / -2.11 / 377 / 83
3_5_place_dp: -1.51 / 106 / -4.94 / 368 / 82
-- layer usage --
metal | track usage (%) | wire length [um]
met1 | 1.94 | 206
met2 | 2.49 | 221
met3 | 0.455 | 69
met4 | 0 | 0
met5 | 0 | 0
-- layout by cell type (no fill, tap or decap) --
cell             Yosys  layout
ha_4                 0       1
buf_2                0       5
fa_2                 0       1
xnor2_2              0       1
ha_1                 3       2
nor2b_1              1       1
inv_1               14       9
clkdlybuf4s50_1      0       5
fa_1                 4       3
buf_6                0       3
inv_2                0       4
inv_4                0       1
a21oi_2              0       1
-- critical path, cell delays in order --
cell and delay (ns):
buf_6 0.07, inv_2 0.03, fa_1 0.55, fa_1 0.43, fa_1 0.45, inv_2 0.08
ha_4 0.15, inv_4 0.03, fa_2 0.50, inv_1 0.03, buf_2 0.10
-- synthesized netlist by cell type --
cell | count | area (um2)
xnor2_1 | 1 | 8.76
fa_1 | 4 | 80.1
nor2b_1 | 1 | 6.26
ha_1 | 3 | 37.5
inv_1 | 14 | 52.6
a21oi_1 | 1 | 5.00
-- timing repair --
item | in CTS | in global routing
endpoints found under the setup margin | 4 | 4
resized | 33 | 3
pin swaps | 6 | 5
buffers inserted | 1 | 0
-- worst max-delay path by stage --
stage | start | end | slack [ns] | cells after the start
CTS | data_in[3] | count_out[2] | -0.74 | 11
global route | data_in[3] | count_out[1] | -0.70 | 11
finish | data_in[3] | count_out[1] | -0.62 | 11
-- report_power, final --
| group | internal, uW | leakage [uW] | switching [uW] |
|---|---|---|---|
| Clock | 0 | 0 | 0 |
| Combinational | 72.9 | 0.000190 | 47.4 |
| Sequential | 0 | 0 | 0 |
-- kinds of logic after synthesis --
family | after synthesis
compound gates | 1
xor+xnor | 1
simple gates | 1
buf+inv | 14
fa+ha+maj | 7
Power figures rest on the tool's default switching activity, not on a simulated workload.
