`./run.sh`:
```
#!/bin/bash
# OpenROAD 26Q1-2900-gdf79404cd8, Yosys 0.63+post, stock flow scripts
make -C /OpenROAD-flow-scripts/flow DESIGN_CONFIG=/design/flow/config.mk WORK_HOME=/design/flow/orfs finish
```
`./config.mk`:
```
export PLATFORM = sky130hd
export DESIGN_NAME = sram_bayesian
export DESIGN_NICKNAME = sram_bayesian
export VERILOG_FILES = /design/flow/design.v
export SDC_FILE = /design/flow/constraint.sdc
export NUM_CORES = 4
export LEC_CHECK = 1
export CORE_AREA = 10 10 70 70
export DIE_AREA = 0 0 80 80
```
`./constraint.sdc`:
```
current_design sram_bayesian

set clk_period 1.0
set clk_io_pct 0.2

create_clock -name clk0 -period $clk_period [get_ports {clk}]

set non_clock_inputs [all_inputs -no_clocks]
set_input_delay [expr $clk_period * $clk_io_pct] -clock clk0 $non_clock_inputs
set_output_delay [expr $clk_period * $clk_io_pct] -clock clk0 [all_outputs]
```
`./design.v`:
```
module sram_bayesian #(
    parameter WORD_SIZE = 8,
    parameter NUM_WORDS = 4
)(
    input wire clk,
    input wire rst_n,
    input wire [1:0] word_sel,
    output reg [WORD_SIZE-1:0] data_out
);
    reg [WORD_SIZE-1:0] memory [0:NUM_WORDS-1];
    initial begin
        memory[0] = 8'b10100101;
        memory[1] = 8'b11001100;
 memory[2] = 8'b01011010;
        memory[3] = 8'b11110000;
    end
    always @(posedge clk or negedge rst_n) begin
        if (!rst_n) begin
            data_out <= {WORD_SIZE{1'b0}};
        end else begin
            data_out <= memory[word_sel];
        end
    end
endmodule
```
==> Slide: Implementation Results <==
Run Summary

Floorplanning
  – Ports: 12
  – Fp util: 7.88%
  – Core ar.: 0.00342 mm^2
  – Die x size: 80 um
  – Chip area: 0.00640 mm^2
  – Row count: 21
  – Die Height: 80 um

Placed design
  – Routability congestion estimate: 0.686
  – Port Buffers: 11
  – Placed Cells: 78
  – Detailed placer's ending HPWL: 504 um
  – DP Worst Slack: -0.194 ns

Pwr
  – LEAKAGE: 0.222 nW
  – Worst vdd ir: 0.265 mV
  – PwrDens: 1440 mW/mm^2

Timing
  – Setup_tns: 0 ns
  – Final Slew Violations: 0
  – Max transition margin: 78.1%
  – Max Clk Rate: 1.08 GHz
  – Final Setup Violations: 0
  – Final-report hold violation count: 0
  – RSZ-0062 raised after global routing: false
  – Worst Hold Slack: 0.216 ns
  – PnR worst setup slack: 0.0700 ns
  – Tcrit/Tclk final: 93.0%
  – Least-Margin Pin Slew: 0.328 ns
  – Fin crit period: 0.930 ns

Global routing
  – Largest net degree at the start of global routing: 9
  – GRT Util Overall: 1.77%
  – Vias in the first global route: 180
  – First-pass GRT wire length: 828 um
  – Initial antenna violation count: 0
  – Remaining global-route overflow: 0

Logic synthesis
  – Top cells by area: dfrtp_1 74%, ha_1 19%, inv_1 7.0%
  – Area share of the largest cell type after synthesis: 74.4%
  – Ys cells: 17
  – Yosys chip area: 269 um^2
  – Gate Count Post-Synth: 17
  – Post-Syn Area: 269 um^2
  – Synth Warn #: 1
  – Yosys reg bits: 8
  – Cell type with the largest total area: dfrtp_1
  – Seq/Total Area, Yosys: 74.4%
  – Distinct cells, synth: 3
  – Avg Cell Area, Syn: 15.8 um^2

Clock tree
  – Worst-path clk slew: 0.05 ns
  – CTS Buf Count: 3
  – CTS H-tree depth: 1
  – Post-CTS Hold Buffers: 0
  – Postcts setup bufs: 0
  – CTS sink cnt: 8
  – CTS tree: yes
  – Root buffer cell: clkbuf_4
  – Bufs on Longest Clock Path: 2
  – # resized after CTS: 21

Route
  – Post-route ant nets: 0
  – Pre-antenna DRT Iters: 2
  – Ant diodes: 0
  – Average vias per placed instance: 2.06
  – Remaining DRCs: 0
  – Post-DR wirelength/cell: 7.11 um
  – Post-Route WL: 576 um
  – Via count: 167
  – First DRT Iteration DRCs: 1

Final layout
  – Area grow syn2layout: 67.0%
  – Biggest regs: data_out: 8 flops
  – Top reg by flops: data_out
  – Max reg flops: 8
  – Share of layout cells above drive strength 1: 42.9%
  – Final std cells w/o fill: 81

Setup path
  – Worst EP required: 1.14 ns
  – Arr. time, crit path: 1.07 ns
  – Critical Path Fanout Max: 3
  – Setup CP Type: in2reg
  – CP Capture Type: register
  – Worst Setup Start Kind: input port

Flow run
  – Log Warnings: 28
  – Max-cap violations: 0

Min path
  – Hold/Removal Path Class: in2async

Outcome
  – Status: completed
-- metrics by stage --
stage | cell area (um^2) | power (mW) | utilization [%]
2_1_floorplan | 269 | 0.361 | -
3_3_place_gp | 467 | 0.442 | 13.7
3_5_place_dp | 467 | 0.443 | 13.7
4_1_cts | 469 | 0.663 | 13.7
5_1_grt | 449 | 0.680 | 13.2
6_report | 449 | 0.646 | 13.2
-- layout by cell type, fill, tap and decap left out --
master and count:
ha_1 4, clkbuf_2 4, buf_2 4, dfrtp_1 8
inv_1 5, clkbuf_4 3, buf_4 4, clkdlybuf4s50_1 3
-- critical path: stages --
cell and delay [ns]:
clkdlybuf4s50_1 0.48, inv_1 0.07, ha_1 0.29, inv_1 0.04
-- cell usage after synthesis --
| library cell | number |
|---|---|
| dfrtp_1 | 8 |
| ha_1 | 4 |
| inv_1 | 5 |
-- power breakdown --
part,switching (mW),leakage (nW),total [mW],internal (mW)
registers,0.00443,0.0929,0.349,0.345
logic,0.0257,0.115,0.0641,0.0384
clock network,0.0962,0.0138,0.233,0.136
-- final timing paths --
path / slack, ns / end / startpoint
worst max-delay path: 0.07 / data_out[5]$_DFF_PN0_ / word_sel[1]
worst min-delay path: 0.22 / data_out[6]$_DFF_PN0_ / rst_n
max in group asynchronous: 0.54 / data_out[1]$_DFF_PN0_ / rst_n
min in group clk0: 0.56 / data_out[4]$_DFF_PN0_ / word_sel[1]
-- logic make-up after synthesis --
| kind of cell | count (synthesis) | share of synthesized area [%] |
|---|---|---|
| flops | 8 | 74.4 |
| buf+inv | 5 | 6.98 |
| fa+ha+maj | 4 | 18.6 |
-- per-layer routing --
| layer | part of all wire [%] | track usage [%] | up-vias |
|---|---|---|---|
| li1 | - | - | 83 |
| met1 | 27 | 1.01 | 76 |
| met2 | 64 | 3.77 | 6 |
| met3 | 6.8 | 0.909 | 2 |
| met4 | 2.4 | 1.06 | 0 |
| met5 | 0 | 0 | - |
-- layout make-up --
cell class	instances	area [um^2]
Clock buffer	3	22.5
Fill cell	408	2970
Inverter	5	18.8
Multi-Input combinational cell	4	50.0
Sequential cell	8	200
Tap cell	46	57.6
Timing Repair Buffer	15	100
Power figures rest on the tool's default switching activity, not on a simulated workload.
