File: run.sh
#!/bin/bash
# OpenROAD 26Q1-2900-gdf79404cd8, Yosys 0.63+post, stock flow scripts
make -C /OpenROAD-flow-scripts/flow DESIGN_CONFIG=/design/flow/config.mk WORK_HOME=/design/flow/orfs finish
File: config.mk
export PLATFORM = sky130hd
export DESIGN_NAME = weight_perturb
export DESIGN_NICKNAME = weight_perturb
export VERILOG_FILES = /design/flow/design.v
export SDC_FILE = /design/flow/constraint.sdc
export NUM_CORES = 4
export LEC_CHECK = 1
export CORE_AREA = 10 10 70 70
export DIE_AREA = 0 0 80 80
File: constraint.sdc
current_design weight_perturb

set clk_period 1.0
set clk_io_pct 0.2

create_clock -name clk0 -period $clk_period

set non_clock_inputs [all_inputs -no_clocks]
set_input_delay [expr $clk_period * $clk_io_pct] -clock clk0 $non_clock_inputs
set_output_delay [expr $clk_period * $clk_io_pct] -clock clk0 [all_outputs]
File: design.v
module weight_perturb #(
    parameter WORD_SIZE = 8
)(
    input wire [WORD_SIZE-1:0] base_weight,
    input wire [WORD_SIZE-1:0] confidence,
    input wire [WORD_SIZE-1:0] random_mask,
    output wire [WORD_SIZE-1:0] perturbed_weight
);
    genvar i;
    generate
        for (i = 0; i < WORD_SIZE; i = i + 1) begin : bit_perturbation
         assign perturbed_weight[i] = confidence[i] ? base_weight[i] : (random_mask[i] ? base_weight[i] : ~base_weight[i]);
        end
    endgenerate
endmodule
==> flow_summary.toml <==
# physical design summary
[route]
antennaDiodeCount = 0
drt_iter0_drc = 4
viasPerCell = 2.27
route.detailed.drc = 0
drt_first_pass_iters = 2
dr_total_vias = 213
ant_nets = 0
wire_per_inst_um = 8.14
drt_wl_total_um = 765

[global_routing]
antenna_found_initial = 0
grt_overflow = 0
grt_max_degree = 2
first_global_vias = 215
grt_pass1_wl_um = 1120
grt_util_all_layers = 0.0210

[synthesis]
ys_seq_share = 0
syn-cell-area_um2 = 100
synth_cell_type_count = 2
yosysWarnings = 0
avgSynthCellArea_um2 = 6.26
netlist_instances = 16
synth_chip_area_um2 = 100
ys_cells = 16

[placed_design]
port_buffers = 32
dpl.hpwl_um = 717
postPlaceCellArea_um2 = 478
place_congestion = 0.778

[floorplan]
core_util_floorplan = 0.0293
fp-row-count = 21
die_w_um = 80
core_mm2 = 0.00342
die_area_mm2 = 0.00640
io_pins = 32
die.size.y_um = 80

[pwr]
power.density_mw_per_mm2 = 301
p_leak_nw = 0.201
p_total_w = 0.000124
ir_drop_v = 0.0000613

[timing]
tns_ps = 0
finalClockPeriodUsage = 0.960
min_period_ps = 960
slew_headroom = 0.922
tightest_slew_ps = 116
rsz0062_at_grt = "no"
max_freq_ghz = 1.04
hold_violations = 0
setup_viol = 0
report.final.slew_viol_count = 0

[setup_path]
crit_chain = "dlygate4sd2_1, nor2_2, xor2_1, buf_2"
cp_num_buf_inv = 2
crit_slowest_cell = "dlygate4sd2_1"
worst_setup_path_start_kind = "input port"
critical-path-top-delay-family = "buffers and inverters"
cpPeakStageDelay_ps = 230
cp.arrival_ps = 760
crit_required_ps = 800
crit_fanout = 1
crit_type = "in -> out"
end_kind = "primary output"

[min_path]
hold_path_class = "in -> out"

[finish]
final_area_um2 = 412
num-fill-cells = 400
flops = 0
logic_area_um2 = 110
clkbuf_count = 0
layout_top_cell = "clkdlybuf4s15_1"
areaGrowthSynthToFinish_pct = 311
ff_latch_area_um2 = 0
final_cell_mix = "clkdlybuf4s15_1 (10), dlygate4sd2_1 (9), xor2_1 (8), buf_2 (8), clkbuf_2 (5)"
drive_gt1_frac = 0.354

[cts]
cts_setup_buffers = 0
postCtsHoldBufs = 0

[flow_run]
warnings = 32
max_cap_viol_count = 0

[outcome]
status = "finished clean"
-- tightest hold or removal path: cells and delay by family --
kind | cells | cell delay [ps]
xor gates and xnor gates | 1 | 110
buffers and inverters | 2 | 180
and+or+nand+nor | 1 | 40
-- through the flow --
stage	worst slack (ps)	util	std cells	hold slack (ps)
2_1_floorplan	390	-	16	429
3_3_place_gp	-600	0.140	94	1340
3_5_place_dp	-600	0.140	94	1330
4_1_cts	0.618	0.122	94	764
5_1_grt	0.312	0.121	94	781
6_report	40.4	0.121	94	738
-- layout make-up --
| type | count | area share |
|---|---|---|
| multi-input cells | 16 | 0.267 |
| well taps | 46 | 0.140 |
| repair buffers | 32 | 0.593 |
-- what timing repair did --
action                                 in CTS  in global routing
endpoints found under the hold margin       0                  0
pin swaps                                  16                 14
setup endpoints to repair                   8                  8
gates resized                              56                 16
-- Yosys cell counts (all sizes together) --
master	number	area (um2)
nor2	8	30.0
xor2	8	70.1
-- layer usage --
layer,up-vias,routed length (um),global-route usage,part of all wire
met4,0,0,0,0
li1,112,-,-,-
met3,0,150,0.0159,0.20
met2,21,268,0.0257,0.35
met1,80,346,0.0297,0.45
met5,-,0,0,0
-- worst paths after layout --
path | to | cells after the start | startpoint
setup / recovery | perturbed_weight[7] | 4 | random_mask[7]
hold / removal | perturbed_weight[1] | 4 | random_mask[1]
-- power by group --
group / internal [W] / leakage, nW / switching, W / total (W)
Sequential: 0 / 0 / 0 / 0
Combinational: 0.0000873 / 0.201 / 0.0000366 / 0.000124
Clock: 0 / 0 / 0 / 0
-- kinds of logic after synthesis --
family / after synthesis / share of synthesized area
simple gates: 8 / 0.300
xor+xnor: 8 / 0.700
Power and IR drop assume default switching activity.
